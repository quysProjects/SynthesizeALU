### flow/design.v
module fulladder(X, Y, Ci, S, Co);
  input X, Y, Ci;
  output S, Co;
  wire w1,w2,w3;
  xor G1(w1, X, Y);
  xor G2(S, w1, Ci);
  and G3(w2, w1, Ci);
  and G4(w3, X, Y);
  or G5(Co, w2, w3);
endmodule
module ripple_adder(X, Y, S, Co, Cin);
 input logic [3:0] X, Y; 
 output logic [3:0] S;
 input logic Cin;
 output logic Co;
 wire logic w1, w2, w3;
 fulladder u1(X[0], Y[0], Cin, S[0], w1);
 fulladder u2(X[1], Y[1], w1, S[1], w2);
 fulladder u3(X[2], Y[2], w2, S[2], w3);
 fulladder u4(X[3], Y[3], w3, S[3], Co);
endmodule
module synth_wrapper
(
 input wire [3:0] X, Y, 
 input wire rst_n,clk,
 output reg [3:0] S,
 input wire Cin,
 output reg Co  
);
  reg [3:0] X_reg;
  reg [3:0] Y_reg;
  reg [3:0] S_reg;
  wire  Co_reg;
  reg  Cin_reg;
 always@(posedge clk, negedge rst_n) begin
    if(!rst_n) begin
       X_reg <= 4'h0;
       Y_reg <= 4'h0;
       S <= 4'h0;
       Co <= 1'b0;
       Cin_reg <= 1'h0;
    end
    else begin
       X_reg <= X;
       Y_reg <= Y;
       S <= S_reg;
       Co <= Co_reg;
       Cin_reg <= Cin;
    end
 end
 ripple_adder u1(X_reg, Y_reg, S_reg, Co_reg, Cin_reg);
endmodule
### flow/run.sh
#!/bin/bash
# OpenROAD 26Q1-2900-gdf79404cd8, Yosys 0.63+post, stock flow scripts
make -C /OpenROAD-flow-scripts/flow DESIGN_CONFIG=/design/flow/config.mk WORK_HOME=/design/flow/orfs finish
### flow/config.mk
export PLATFORM = sky130hd
export DESIGN_NAME = synth_wrapper
export DESIGN_NICKNAME = synth_wrapper
export VERILOG_FILES = /design/flow/design.v
export SDC_FILE = /design/flow/constraint.sdc
export NUM_CORES = 4
export LEC_CHECK = 1
export CORE_AREA = 10 10 70 70
export DIE_AREA = 0 0 80 80
### flow/constraint.sdc
current_design synth_wrapper

set clk_period 2.5
set clk_io_pct 0.2

create_clock -name clk0 -period $clk_period [get_ports {clk}]

set non_clock_inputs [all_inputs -no_clocks]
set_input_delay [expr $clk_period * $clk_io_pct] -clock clk0 $non_clock_inputs
set_output_delay [expr $clk_period * $clk_io_pct] -clock clk0 [all_outputs]
==> ci_impl_report.md <==
### Flow metrics

| Metric | Value |
|---|---|
| Later-pin clock latency in the skew report | `0.27 ns` |
| Number of search-and-repair iterations in the first detailed-routing pass | `3` |
| Ports | `16` |
| Cts bufs inserted | `3` |
| Pre-CTS setup slack | `0.352 ns` |
| Post-CTS Resized | `0` |
| Placement Rows | `21` |
| Most used cells in the layout excluding fill and tap cells | `15 x clkdlybuf4s50_1, 14 x dfrtp_1, 5 x inv_1, 4 x fa_1, 3 x clkbuf_4` |
| Achievable Freq | `465 MHz` |
| Commonest Layout Cell | `clkdlybuf4s50_1` |
| Number of clock sinks | `14` |
| Post-CTS clock slew at the launch and capture registers of the worst setup and hold paths | `0.08 ns` |
| Internal power | `376 uW` |
| Worst setup SP type | `register` |
| Worst hold slack | `0.522 ns` |
| Worst path most repeated cell | `fa_1` |
| CP delay by family, top | `adder cells` |
| Psw | `83.0 uW` |
| CP Cell Sequence | `fa_1 > fa_1 > fa_1 > inv_1 > fa_1 > inv_1` |
| Req. time, crit path | `2.72 ns` |
| Logic pwr share | `12.0%` |
| Count of nets left with antenna violations after detail routing | `0` |
| Hold bufs inserted after CTS | `0` |
| Average detailed-routed wire length per instance | `7.82 um` |
| PortBufs | `15` |
| Largest buffer count on any clock path | `2` |
| Overall chip area | `6400 um2` |
| Maximum number of pins on one net before global-route repair | `15` |
| Dominant cell type by area after synthesis | `dfrtp_1` |
| Die span in y | `80 um` |
| Root Buffer Master | `clkbuf_4` |
| Sequential fraction of design power | `55.2%` |
| Slowest cell on crit path | `fa_1` |
| Run status | `finished, final reports clean` |
| Number of instances in the synthesized netlist | `23` |
| Relative slew slack | `62.9%` |
| Clock share of power | `32.8%` |
| Post-layout utilization of the core | `20.3%` |
| Final critical delay including setup and external delays | `2.15 ns` |
| Total of endpoints with negative setup slack in the final report | `0` |
| Switching Fraction | `18.1%` |
| Final TNS setup | `0 ns` |
| Cell area power density | `662 nW/um2` |
| Number of max-cap violations | `0` |
| Post-CTS setup buffers | `0` |
| Largest vdd supply drop | `0.000240 V` |
| Combined area of all synthesized cells | `449 um2` |
| Area share of the largest cell type after synthesis | `78.0%` |
| Signal arrival time at the worst endpoint | `2.37 ns` |
| Area delta synth->final | `54.3%` |
| Static Leakage | `0.000299 uW` |
| Final weighted congestion in routability-driven placement | `0.693` |
| Diode count | `0` |
| Largest fanout on the critical path | `1` |
| Number of antenna violations at the first check in global routing | `0` |
| Area inside the core boundary | `3420 um2` |
| Initial DRC count | `15` |
| Worst hold path class | `reg -> reg` |
| Count of final max-slew check failures | `0` |
| Share of synthesized area occupied by flip-flops and latches | `78.0%` |
| Tcrit/Tclk final | `86.1%` |
| Final routed DRC violation total | `0` |
| Unrepaired setup endpoints after global routing | `no` |
| Global-route wire length before repair | `1070 um` |
| Buffers and inverters on the worst path | `2` |
| Fraction of final layout cells sized beyond drive strength 1 | `9.52%` |
| Number of cell instances after yosys synthesis | `23` |
| Max incr delay on CP | `0.43 ns` |
| Depth of the CTS H-tree | `1` |
| Slew @ Worst Pin | `0.554 ns` |
| OpenROAD warnings | `25` |
| Drt total wl | `688 um` |
| Mapped Avg Cell Area | `19.5 um2` |
| Total routing resource utilization after global routing | `2.30%` |
| DR vias/cell | `2.44` |
| Via count | `215` |
| Width of the die | `80 um` |
| Kind of capture point of the worst setup path | `register` |
| Top cells by area | `dfrtp_1 78%, fa_1 18%, inv_1 4.2%` |
| Final hold violations | `0` |
| Init Core Util | `13.2%` |
| Max Clock Skew | `0.00764 ns` |
| Final setup margin | `0.349 ns` |
| Total number of yosys warnings | `1` |
| Number of global-route vias before repair | `238` |
| Crit Path Category | `reg -> reg` |
| TritonCTS clock tree | `yes` |
| Number of different library cells in the post-synthesis netlist | `3` |
| Global route total overflow | `0` |
| Yosys synthesis chip area | `449 um2` |
| Post-synthesis register bit count | `14` |
-- stage by stage --
| step | instances | cell area, um2 | total power, uW |
|---|---|---|---|
| 2_1_floorplan | 23 | 449 | 265 |
| 3_3_place_gp | 84 | 657 | 315 |
| 3_5_place_dp | 84 | 657 | 316 |
| 4_1_cts | 88 | 693 | 468 |
| 5_1_grt | 88 | 693 | 493 |
| 6_report | 88 | 693 | 459 |
-- cell usage after synthesis --
library cell,n
dfrtp_1,14
inv_1,5
fa_1,4
-- worst reg2reg max path, delay by kind of cell (launching register included) --
| family | cells | cell delay, ns |
|---|---|---|
| flip-flops | 1 | 0.39 |
| buffers and inverters | 2 | 0.13 |
| adder cells (fa/ha/maj) | 4 | 1.58 |
-- routing by layer --
layer	vias up	track usage, %	share of wire [%]
li1	101	-	-
met1	98	2.91	40
met2	16	2.25	34
met3	0	3.18	25
met4	0	0	0
met5	-	0	0
-- cells by family after synthesis --
family                   share of synthesized area, %
adder cells (fa/ha/maj)                          17.8
buffers and inverters                            4.18
flip-flops                                       78.0
-- worst paths after layout --
path                                from  endpoint  slack, ns  depth (start not counted)
worst min-delay path             Cin_reg      S[0]       0.52                          1
worst max register to register  X_reg[0]      S[3]       0.35                          6
max in group asynchronous          rst_n  Y_reg[2]       1.55                          1
worst min register to register   Cin_reg      S[0]       0.52                          1
worst max-delay path            X_reg[0]      S[3]       0.35                          6
min in group asynchronous          rst_n      S[3]       0.58                          1
-- cell type report --
class / instances / area [um2]
clock buffer: 4 / 36.3
fill: 376 / 2720
sequential: 14 / 350
tap: 46 / 57.6
timing repair buffer: 15 / 150
multi-input combinational: 4 / 80.1
inverter: 5 / 18.8
-- power by group through the flow --
stage | Combinational [uW] | Sequential [uW] | Clock (uW)
5_1_grt | 63.3 | 256 | 173
4_1_cts | 57.8 | 254 | 157
6_report | 55.3 | 253 | 150
No activity file was given, so power comes from the tool's default toggle rates.
