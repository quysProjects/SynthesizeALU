==> flow/design.v <==
module alu(
  input logic [3:0] a,
  input logic [3:0] b,
  input logic [2:0] op,
  output logic [3:0] result,
  output logic carry
);
  wire logic [3:0] result_add;
  wire logic [3:0] result_sub;
  wire logic [3:0] result_and;
  wire logic [3:0] result_or;
  wire logic [3:0] result_xor;
  wire logic [3:0] result_not;
  wire logic [3:0] result_shift_left;
  wire logic [3:0] result_shift_right;
  wire logic carry1;
  wire logic carry_out1;
  wire logic carry2;
  wire logic carry_out2;
  wire logic [2:0] not_op;
  wire logic [3:0] w1;
  wire logic carry_sub;
  ripple_adder u1(a, b, result_add, carry1, 1'b0);
  not4bit not4bit0(b,w1);
  ripple_adder u2(a, w1, result_sub, carry_sub, 1'b1);
  and4bit and4bit(a,b,result_and);
  or4bit or4bit(a,b,result_or);
  xor4bit xor4bit(a,b,result_xor);
  not4bit not4bit(a,result_not);
  shift_left shift_left(a,b,result_shift_left);
  shift_right shift_right(a,b,result_shift_right);
  mux8by1 mux_bit0(result_add[0],result_sub[0],result_and[0],result_or[0],
                 result_xor[0],result_not[0],result_shift_left[0],result_shift_right[0],
                 op[0],op[1],op[2],
                 result[0]);
  mux8by1 mux_bit1(result_add[1],result_sub[1],result_and[1],result_or[1],
                   result_xor[1],result_not[1],result_shift_left[1],result_shift_right[1],
                  op[0],op[1],op[2],
                   result[1]);
  mux8by1 mux_bit2(result_add[2],result_sub[2],result_and[2],result_or[2],
                   result_xor[2],result_not[2],result_shift_left[2],result_shift_right[2],
                   op[0],op[1],op[2],
                   result[2]);
  mux8by1 mux_bit3(result_add[3],result_sub[3],result_and[3],result_or[3],
                   result_xor[3],result_not[3],result_shift_left[3],result_shift_right[3],
                   op[0],op[1],op[2],
                   result[3]);
  not(not_op[0],op[0]);
  not(not_op[1],op[1]);
  not(not_op[2],op[2]);
  not(carry2,carry_sub);
  an4 for_carryadd(carry1,not_op[0],not_op[1],not_op[2],carry_out1);
  an4 for_carrysub(carry2,op[0],not_op[1],not_op[2],carry_out2);
  or(carry,carry_out1,carry_out2);
endmodule
module an4(X0,X1,X2,X3,Y);
  input logic X0;
  input logic X1;
  input logic X2;
  input logic X3;
  output logic Y;
  wire logic w1,w2;
  and(w1,X0,X1);
  and(w2,w1,X2);
  and(Y,w2,X3);
endmodule
module and4bit(X,Y,S);
  input logic [3:0] X;
  input logic [3:0] Y;
  output logic [3:0] S; 
  and(S[0],Y[0],X[0]);
  and(S[1],Y[1],X[1]);
  and(S[2],Y[2],X[2]);
  and(S[3],Y[3],X[3]);
endmodule
module fulladder(X, Y, Ci, S, Co);
  input X, Y, Ci;
  output S, Co;
  wire w1,w2,w3;
  xor G1(w1, X, Y);
  xor G2(S, w1, Ci);
  and G3(w2, w1, Ci);
  and G4(w3, X, Y);
  or G5(Co, w2, w3);
endmodule
module mux2by1(D0,D1,S,Y);
  input logic D0;
  input logic D1;
  input logic S;
  output logic Y;
  wire w1,w2,w3;
  not(w1,S);
  and(w2,D0,w1);
  and(w3,D1,S);
  or(Y,w2,w3);
endmodule
module mux2by1_4bit(in0, in1, sel, out);
   input logic [3:0] in0;
   input logic [3:0] in1;
   input logic sel;
   output logic [3:0] out;
   mux2by1 mux0(in0[0],in1[0],sel,out[0]);
   mux2by1 mux1(in0[1],in1[1],sel,out[1]);
   mux2by1 mux2(in0[2],in1[2],sel,out[2]);
   mux2by1 mux3(in0[3],in1[3],sel,out[3]);
endmodule  
module mux8by1(D0,D1,D2,D3,D4,D5,D6,D7,s0,s1,s2,Y);
  input logic D0;
  input logic D1;
  input logic D2;
  input logic D3;
  input logic D4;
  input logic D5;
  input logic D6;
  input logic D7;
  input logic s0;
  input logic s1;
  input logic s2;
  output logic Y;
  wire logic not_s0, not_s1, not_s2;
  wire logic w0,w1,w2,w3,w4,w5,w6,w7;
  not(not_s0,s0);
  not(not_s1,s1);
  not(not_s2,s2);
  an4 a0(D0,not_s2,not_s1,not_s0,w0);
  an4 a1(D1,not_s2,not_s1,s0,w1);
  an4 a2(D2,not_s2,s1,not_s0,w2);
  an4 a3(D3,not_s2,s1,s0,w3);
  an4 a4(D4,s2,not_s1,not_s0,w4);
  an4 a5(D5,s2,not_s1,s0,w5);
  an4 a6(D6,s2,s1,not_s0,w6);
  an4 a7(D7,s2,s1,s0,w7);
  orr8 or0(w0,w1,w2,w3,w4,w5,w6,w7,Y); 
endmodule
module not4bit(X,S);
  input logic [3:0] X;
  output logic [3:0] S;
  not(S[0],X[0]);
  not(S[1],X[1]);
  not(S[2],X[2]);
  not(S[3],X[3]);
endmodule
module or4bit(X,Y,S);
  input logic [3:0] X;
  input logic [3:0] Y;
  output logic [3:0] S; 
  or(S[0],Y[0],X[0]);
  or(S[1],Y[1],X[1]);
  or(S[2],Y[2],X[2]);
  or(S[3],Y[3],X[3]);
endmodule
module orr8(X0,X1,X2,X3,X4,X5,X6,X7,Y);
  input logic X0;
  input logic X1;
  input logic X2;
  input logic X3;
  input logic X4;
  input logic X5;
  input logic X6;
  input logic X7;
  output logic Y;
  wire logic w1,w2,w3,w4,w5,w6;
  or(w1,X0,X1);
  or(w2,w1,X2);
  or(w3,w2,X3);
  or(w4,w3,X4);
  or(w5,w4,X5);
  or(w6,w5,X6);
  or(Y,w6,X7);
endmodule
module ripple_adder(X, Y, S, Co, Cin);
 input logic [3:0] X, Y; 
 output logic [3:0] S;
 input logic Cin;
 output logic Co;
 wire logic w1, w2, w3;
 fulladder u1(X[0], Y[0], Cin, S[0], w1);
 fulladder u2(X[1], Y[1], w1, S[1], w2);
 fulladder u3(X[2], Y[2], w2, S[2], w3);
 fulladder u4(X[3], Y[3], w3, S[3], Co);
endmodule
module shift_left(a,b,s);
   input logic [3:0] a;
   input logic [3:0] b;
   output logic [3:0] s;
   wire logic [3:0] s1, s2, s3;
   mux2by1_4bit mux1(a,   {a[2:0],1'b0},  b[0], s1);
   mux2by1_4bit mux2(s1,  {s1[1:0],2'b0}, b[1], s2);
   mux2by1_4bit mux4(s2,  4'b0, b[2],  s3);
   mux2by1_4bit mux8(s3,  4'b0, b[3],  s);
endmodule
module shift_right(a,b,s);
   input logic [3:0] a;
   input logic [3:0] b;
   output logic [3:0] s;
   wire logic[3:0] s1, s2, s3;
   mux2by1_4bit mux1(a,   {1'b0,a[3:1]},  b[0], s1);
   mux2by1_4bit mux2(s1,  {2'b0,s1[3:2]}, b[1], s2);
   mux2by1_4bit mux4(s2,  4'b0, b[2],  s3);
   mux2by1_4bit mux8(s3,  4'b0, b[3],  s);
endmodule
module xor4bit(X,Y,S);
  input logic [3:0] X;
  input logic [3:0] Y;
  output logic [3:0] S; 
  xor(S[0],Y[0],X[0]);
  xor(S[1],Y[1],X[1]);
  xor(S[2],Y[2],X[2]);
  xor(S[3],Y[3],X[3]);
endmodule
==> flow/run.sh <==
#!/bin/bash
# OpenROAD 26Q1-2900-gdf79404cd8, Yosys 0.63+post, stock flow scripts
make -C /OpenROAD-flow-scripts/flow DESIGN_CONFIG=/design/flow/config.mk WORK_HOME=/design/flow/orfs finish
==> flow/config.mk <==
export PLATFORM = sky130hd
export DESIGN_NAME = alu
export DESIGN_NICKNAME = alu
export VERILOG_FILES = /design/flow/design.v
export SDC_FILE = /design/flow/constraint.sdc
export NUM_CORES = 4
export LEC_CHECK = 1
export CORE_AREA = 10 10 70 70
export DIE_AREA = 0 0 80 80
==> flow/constraint.sdc <==
current_design alu

set clk_period 2.3
set clk_io_pct 0.2

create_clock -name clk0 -period $clk_period

set non_clock_inputs [all_inputs -no_clocks]
set_input_delay [expr $clk_period * $clk_io_pct] -clock clk0 $non_clock_inputs
set_output_delay [expr $clk_period * $clk_io_pct] -clock clk0 [all_outputs]
==> summary.txt <==
Notes on the physical implementation.

- The first global-routing pass estimated approximately 3.7 mm of wire.
- The area enclosed by the die boundary is between 0.006 and 0.007 sq mm, for reference.
- The region available for standard cell placement spans around 0.0034 sq mm.
- RePlAce ended its routability-driven mode at a weighted congestion of approximately 0.9.
- The count of boundary I/O pins is 16, for reference.
- For the finished layout, the period the worst path requires is around 3000 ps.
- The completed layout was analyzed and its total power is roughly 0.22 mW.
- The critical-path cell with the highest stage delay is sky130_fd_sc_hd__fa_1, for reference.
- In the synthesized netlist, the number of instances is 100.
- The slew check shows that the tightest pin keeps a relative margin of 0.763.
- The data required time at the worst endpoint is around 1800 ps, for reference.
- The tightest min-delay check is of the in -> out type.
- The portion of synthesized cell area occupied by the leading cell type is 0.166, for reference.
- The initial antenna violation count is 0, for reference.
- The starting density of the core is 0.221, for reference.
- Counting pins that exceed their max-slew limit in the final report gives 0.
- The cell area power density is around 180 mW/mm^2, for reference.
- Of the cells placed in the final design, the portion with a size suffix greater than 1 is 0.410.
- The amount of wire on met3 after detailed routing is 73 microns, for reference.
- The average wire per standard cell is about 12 microns, for reference.
- The share of the Yosys chip area taken by registers is 0.
- The setup TNS is -2150 ps, for reference.
- The final-report hold violation count is 0, for reference.
- The run finished, with violations left.
- Per the OpenROAD power report, leakage power amounts to 0.587 nW.
- The detailed-route wire length on metal 1 is 1.08 mm, for reference.
- The area recorded from the Yosys report for this design is ~750 sq um.
- The count of antenna diodes in the layout is 0, for reference.
- Based on the critical path, the design can be clocked at up to approximately 0.33 GHz.
- The layout has about 350 filler cells.
- The flop count is 0, for reference.
- The chip height is about 80 microns, for reference.
- After layout, the clock buffer instance count stands at 0.
- Counting both buffers and inverters, the worst setup path holds a total of 6.
- The overall routing resource usage is 0.0677, for reference.
- Per the run summary, max-cap violations total 0.
- The cell area that synthesis handed to floorplanning was between 700 and 800 sq um.
- For reference, the top cells by count after synthesis are sky130_fd_sc_hd__inv_1 (16), sky130_fd_sc_hd__ha_1 (10), sky130_fd_sc_hd__nand2_1 (8).
- The final worst-path setup slack is -708 ps, for reference.
- The slew at the pin closest to its max-slew limit is between 300 and 400 ps, for reference.
- The period utilization is 1.31, for reference.
- The maximum fanout along the worst path is 2, for reference.
- The routed via count divided by cell count is between 4 and 5, for reference.
- In this design, the largest share of critical-path delay is due to adder cells.
- The final wirelength is 2.18 mm, for reference.
- The remaining number of nets flagged by the antenna check after routing is 0, for reference.
- For reference, the critical path cell chain is buf_8 > buf_12 > inv_16 > ha_4 > inv_2 > fa_2 > fa_2 > inv_2 > fa_1 > a221oi_2 > a21oi_1 > o21ai_1 > buf_2.
- The synthesis report lists the most area-consuming cells as sky130_fd_sc_hd__ha_1 (17%), sky130_fd_sc_hd__fa_1 (16%), sky130_fd_sc_hd__mux2i_1 (9.3%).
- The number of hold buffers added after CTS was 0.
- The via count of the first global-routing pass was 845.
- STA classifies the critical path endpoint as a primary output.
- The synthesis warning total is 0, for reference.
- Endpoints with negative setup slack in the final report add up to 5.
- The routed length on met2 is 1.01 mm, for reference.
- The global route stage reports its total congestion overflow as 0.
- The violation tally from detailed-route iteration zero is 23, for reference.
- From left edge to right edge, the die measures around 80 microns.
- After synthesis, the design contains 100 cells according to Yosys.
- The largest single stage delay on the critical path is ~420 ps.
- Looking at area per cell type in the netlist, the leader is sky130_fd_sc_hd__ha_1.
- Entering global routing, the biggest net connects 10 pins.
- Setup repair after global routing could not meet its margin everywhere.
- The report lists the number of standard-cell rows as 21.
- In the log, the iteration count for the first detailed-route pass is 4.
- The routed layout has ~850 vias.
- The synthesis-to-layout area growth is 60.3%, for reference.
- The number of logged tool warnings is roughly 40, for reference.
- The mean area per synthesized cell is 7.53 sq um, for reference.
- The class of the most critical setup path is in -> out, for reference.
- The final reports fail on setup timing.
- Per the power-grid run, VDD falls by no more than slightly below 50 uV.
- The worst setup path is launched from an input port.
- The count of unique library cells instantiated by Yosys is 31, for reference.
- The count of buffers from port buffering is 16, for reference.
- The most popular library cell in the synthesized design by count is sky130_fd_sc_hd__inv_1, for reference.
- The residual DRC count is 0, for reference.
- The data arrival time reported for the critical path is 2550 ps.
- In the final layout, flip-flops and latches occupy 0 sq um.
- The uppermost layer routed is met4, for reference.
- The half-perimeter wire length of the detailed placement result is between 1.5 and 2 mm, for reference.
==> worst min-delay path: cells and delay by family <==
kind,cells,cell delay (ps)
buf+inv,3,370
compound gates,2,190
simple gates,1,40
==> worst paths after layout <==
path,from,end,slack (ps),cells after the start
min,b[2],result[2],1520,6
max,a[0],result[3],-710,13
==> cell type report <==
cell class,instances,area (sq um),area share
inverters,16,78.8,0.0653
multi-input cells,74,663,0.549
well taps,46,57.6,0.0477
repair buffers,49,408,0.338
==> cells in the final DEF, fill, tap and decap left out, drive strengths merged, types with 2 or more instances in the layout <==
cell type,count
mux2i,7
dlymetal6s2s,2
o32ai,2
nand2,8
a221oi,2
clkdlybuf4s50,6
clkdlybuf4s15,2
o22ai,2
o221ai,2
ha,10
nor2,4
nor2b,3
inv,16
a31oi,2
buf,38
o211ai,2
fa,6
a21oi,6
o21ai,5
nor3,4
==> power breakdown <==
group	switching [mW]	total [mW]	internal, mW
logic	0.0995	0.219	0.120
clock network	0	0	0
registers	0	0	0
==> what timing repair did <==
| action | in CTS | in global routing |
|---|---|---|
| pin swaps | 10 | 9 |
| gates resized | 28 | 8 |
| setup endpoints to repair | 5 | 5 |
| setup buffers | 3 | 1 |
| endpoints found under the hold margin | 0 | 0 |
==> stage by stage <==
stage	utilization	setup slack, ps	hold slack, ps	instances	cell area, sq um
5_1_grt	0.353	-869	1620	185	1210
6_report	0.353	-708	1520	185	1210
3_5_place_dp	0.345	-1540	2000	181	1180
3_3_place_gp	0.345	-1550	2000	181	1180
2_1_floorplan	-	-400	1140	100	808
4_1_cts	0.348	-787	1690	184	1190
==> cell families (layout without fill, tap and decap cells) <==
logic type                 count (synthesis)  in the layout  synth area share
muxes                                      8              8             0.113
AOI/OAI and AO/OA                         27             27             0.239
adders and majority gates                 16             16             0.326
buffers and inverters                     26             65             0.169
and+or+nand+nor                           23             23             0.153
==> per-layer routing <==
| layer | vias to the layer above | GRT usage |
|---|---|---|
| met5 | - | 0 |
| met4 | 0 | 0.00528 |
| met3 | 2 | 0.0125 |
| met2 | 16 | 0.118 |
| met1 | 407 | 0.0875 |
| li1 | 427 | - |
Power and IR drop assume default switching activity.
